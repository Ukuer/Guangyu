===== flow/design.v =====
module dfflr #( 
	parameter WIDTH = 32
)(
	input					en,		 
	input [WIDTH-1:0]		next,
	output [WIDTH-1:0]		qout,
	input					clk,
	input					rst_n
);
reg [WIDTH-1:0]		q_r;	 
always @(posedge clk, negedge rst_n)
begin : DFFLR
	if (rst_n == 1'b0)
		q_r <= {WIDTH{1'b0}};
	else  if (en == 1'b1)
		q_r <= next;
end
assign qout = q_r;
endmodule 
module dfflrs #( 
	parameter WIDTH = 32
)(
	input					en,		
	input [WIDTH-1:0]		next,
	output [WIDTH-1:0]		qout,
	input					clk,
	input					rst_n
);
reg [WIDTH-1:0]		q_r;	
always @(posedge clk, negedge rst_n)
begin : DFFLRS
	if (rst_n == 1'b0)
		q_r <= {WIDTH{1'b1}};
	else  if (en == 1'b1)
		q_r <= next;
end
assign qout = q_r;
endmodule 
module dffl #( 
	parameter WIDTH = 32
)(
	input					en,		
	input [WIDTH-1:0]		next,
	output [WIDTH-1:0]		qout,
	input					clk
);
reg [WIDTH-1:0]		q_r;	
always @(posedge clk)
begin : DFFL
	if (en == 1'b1)
		q_r <= next;
end
assign qout = q_r;
endmodule 
module dffrs #( 
	parameter WIDTH = 32
)(
	input [WIDTH-1:0]		next,
	output [WIDTH-1:0]		qout,
	input					clk,
	input					rst_n
);
reg [WIDTH-1:0]		q_r;	
always @(posedge clk, negedge rst_n)
begin : DFFRS
	if (rst_n == 1'b0)
		q_r <= {WIDTH{1'b1}};
	else 
		q_r <= next;
end
assign qout = q_r;
endmodule 
module dffr #( 
	parameter WIDTH = 32
)(
	input [WIDTH-1:0]		next,
	output [WIDTH-1:0]		qout,
	input					clk,
	input					rst_n
);
reg [WIDTH-1:0]		q_r;	
always @(posedge clk, negedge rst_n)
begin : DFFR
	if (rst_n == 1'b0)
		q_r <= {WIDTH{1'b0}};
	else 
		q_r <= next;
end
assign qout = q_r;
endmodule 
module dff #( 
	parameter WIDTH = 32
)(
	input [WIDTH-1:0]		next,
	output [WIDTH-1:0]		qout,
	input					clk
);
reg [WIDTH-1:0]		q_r;	
always @(posedge clk)
begin : DFF
		q_r <= next;
end
assign qout = q_r;
endmodule 

===== flow/run.sh =====
#!/bin/bash
# OpenROAD 26Q1-2900-gdf79404cd8, Yosys 0.63+post, stock flow scripts
make -C /OpenROAD-flow-scripts/flow DESIGN_CONFIG=/design/flow/config.mk WORK_HOME=/design/flow/orfs finish

===== flow/config.mk =====
export PLATFORM = sky130hd
export DESIGN_NAME = dffl
export DESIGN_NICKNAME = dffl
export VERILOG_FILES = /design/flow/design.v
export SDC_FILE = /design/flow/constraint.sdc
export NUM_CORES = 4
export LEC_CHECK = 1
export CORE_AREA = 10 10 86 86
export DIE_AREA = 0 0 96 96

===== flow/constraint.sdc =====
current_design dffl

set clk_period 1.0
set clk_io_pct 0.2

create_clock -name clk0 -period $clk_period [get_ports {clk}]

set non_clock_inputs [all_inputs -no_clocks]
set_input_delay [expr $clk_period * $clk_io_pct] -clock clk0 $non_clock_inputs
set_output_delay [expr $clk_period * $clk_io_pct] -clock clk0 [all_outputs]

==> impl_metrics.toml <==
# physical design summary
[global_route]
grt_pass1_wl_mm = 3.77
gr-total-overflow = 0
grt_usage_pct = 5.62
grt_max_degree = 21
antenna_found_initial = 0
grt_pass1_vias = 664

[placement]
hpwl_mm = 2.09
globalplace.congestion = 0.742
pre_cts_ws_ps = -290
port_buffers = 65
postPlaceCellArea_um2 = 1740

[setup_path]
cp_top_family = "buffers and inverters"
crit_slowest_cell = "clkdlybuf4s50_1"
worstSetupEndpointType = "flop"
criticalPathCategory = "primary input to flop"
critical_path_required_ps = 990
critPathMaxStageDelay_ps = 570
startpoint_type = "primary input"
crit_arrival_ps = 980
cp.depth = 2
path_cells = "clkdlybuf4s50_1 -> buf_12"
crit_fanout = 20
critPathBufInv = 2

[hold_path]
hp-class = "primary input to flop"
worstHoldStart = "next[27]"
hold_end = "q_r[27]"
hold_depth = 1

[clock_tree]
cts_buffers = 5
postCtsSetupBuffers = 0
clockBufferDepth = 2
cts_tree = "built"
cts_sinks = 32
h-tree-depth = 2
clockRootBuffer = "clkbuf_8"
path_clk_slew_ps = 70
cts_hold_buffers = 0

[floorplan]
rows = 27
io-pin-count = 66
die_y_um = 96
fp.dieW_um = 96
core-area_um2 = 5540
initial_core_util_pct = 17.3
dieArea_um2 = 9220

[detailed_routing]
viasPerCell = 3.30
wl_mm = 2.56
detail-route-antenna-nets = 0
drtPass1Iterations = 3
post_drt_wl_per_cell_um = 14.3
num_vias = 590
drt_iter0_markers = 14
drc = 0
antenna_cells = 0

[synthesis]
ys_types = 1
syn_area_um2 = 961
synthDominantCellAreaShare_pct = 100
synth_seq_share_pct = 100
syn_inst = 32
yosys-top-cells-area = "edfxtp_1"
post_synth.cell_area_avg_um2 = 30.0
yosys_warnings = 1
synth_flops = 32
ys_chip_area_um2 = 961
ys_cells = 32
top_area_cell = "edfxtp_1"

[timing]
finalSetupViolCount = 0
min_period_over_period_pct = 99.0
rsz0062_at_grt = "true"
worst_slew_pin_slew_ps = 207
fmax_mhz = 1010
tns_ps = 0
finalWorstSetupSlack_ps = 9.65
finalHoldViolations = 0
finalMaxSlewViolations = 0
max_slew_margin_pct = 86.2
finalCriticalPeriod_ps = 990

[layout]
max_flop_register = "q_r"
area_growth_pct = 73.2
logic_gate_count = 0
largest_reg_flops = 32
combGateArea_um2 = 0
mostFrequentLayoutCell = "clkdlybuf4s50_1"
lay_top_cells = "clkdlybuf4s50_1, buf_2, edfxtp_1"
fin_area_um2 = 1660
top_regs = "q_r (32)"
drive_gt1_share_pct = 38.3

[run]
warnings = 26
max_cap_violations = 0

[outcome]
outcome = "finished clean"

[power_and_ir_drop]
power_mw = 2.80
leakage_nw = 0.632
vdd_drop_max_mv = 0.537
powerDensity_nw_per_um2 = 1680
[where the power goes]
group,internal [mW],switching (mW)
registers,1.59,0.0208
clock network,0.471,0.462
logic,0.188,0.0621
total,2.25,0.545
[cells in the mapped netlist]
library cell and n:
edfxtp_1 32
[worst max path at each step]
stage	startpoint	to	slack (ps)
after CTS	q_r[23]	qout[23]	6
final	en	q_r[10]	10
after global routing	q_r[19]	qout[19]	-30
[cells by family after synthesis]
family / Yosys count / synth area share, %
flops: 32 / 100
[timing repair]
action                                  in CTS  in global routing
gates cloned                                 0                  0
endpoints found under the setup margin      32                 22
resized                                     99                  0
pin swaps                                    0                  0
[cell type report]
cell class,count,area (um2)
Sequential cell,32,961
Clock buffer,5,68.8
Timing Repair Buffer,67,531
Tap cell,72,90.1
Clock inverter,3,13.8
Fill cell,567,3880
[routing by layer]
| metal | GRT usage [%] | wire length (um) | up-vias |
|---|---|---|---|
| li1 | - | - | 275 |
| met1 | 6.33 | 961 | 271 |
| met2 | 8.63 | 1210 | 38 |
| met3 | 4.17 | 349 | 6 |
| met4 | 0.860 | 40 | 0 |
| met5 | 0 | 0 | - |
[stage by stage]
step	cells	hold slack, ps	util (%)
floorplan	32	299	-
finish	179	472	30.0
global route	179	458	30.0
global placement	171	756	31.4
detailed placement	171	758	31.4
CTS	179	461	30.0
No activity file was given, so power comes from the tool's default toggle rates.
